`/design/flow/config.mk`:
```
export PLATFORM = sky130hd
export DESIGN_NAME = checker2
export DESIGN_NICKNAME = checker2
export VERILOG_FILES = /design/flow/design.v
export SDC_FILE = /design/flow/constraint.sdc
export NUM_CORES = 4
export LEC_CHECK = 1
export CORE_UTILIZATION = 50
```
`/design/flow/constraint.sdc`:
```
current_design checker2

set clk_period 7.1
set clk_io_pct 0.2

create_clock -name clk0 -period $clk_period [get_ports {clk}]

set non_clock_inputs [all_inputs -no_clocks]
set_input_delay [expr $clk_period * $clk_io_pct] -clock clk0 $non_clock_inputs
set_output_delay [expr $clk_period * $clk_io_pct] -clock clk0 [all_outputs]
```
`/design/flow/design.v`:
```
module checker2(input clk,output reg Done,output correct);
	reg rst;
	reg [63:0] number1,number2;
	wire [63:0] result;
	wire ready;
	reg [191:0] test [0:7];
	reg [63:0] expected_result;
	reg [2:0] icount=3'b000;
	reg [3:0] ocount=4'b0000;
	reg mistake;
	initial
	begin
		rst=1'b1;
		test[0]={64'h4056800000000000, 64'h4056800000000000, 64'h4066800000000000}; 
		test[1]={64'h4049000000000000, 64'h4034000000000000, 64'h4051000000000000}; 
		test[2]={64'h4056800000000000, 64'h4056800000000000, 64'h4066800000000000}; 
		test[3]={64'h4049000000000000, 64'h4034000000000000, 64'h4051800000000000}; 
		test[4]={64'h4056800000000000, 64'h4056800000000000, 64'h4066800000000000}; 
		test[5]={64'h4049000000000000, 64'h4034000000000000, 64'h4051800000000000}; 
		test[6]={64'h4056800000000000, 64'h4056800000000000, 64'h4066800000000000}; 
		test[7]={64'h4049000000000000, 64'h4034000000000000, 64'h4051800000000000}; 
		number1=test[0][191:128];
		number2=test[0][127:64];
		expected_result=test[0][63:0];
		mistake=1'b0;
	end
	floating_point_adder fpa(.f_in1(number1), .f_in2(number2), .f_out(result), .clk(clk));
	always@(posedge clk)  
	begin
		if(icount<5)
		begin
			number1<=test[icount][191:128];
			number2<=test[icount][127:64];
			icount<=icount+1;
		end
	end
	always@(posedge clk)
	begin
		if(ocount<3)
		begin
			Done<=1'b0;
			ocount<=ocount+4'b0001;
			expected_result<=test[0][63:0];
			mistake<=1'b0;
		end
		else
		begin
			expected_result<=test[ocount-3][63:0];
			if(result!=expected_result)
		     mistake = Done ? mistake : 1'b1;		
			if(ocount==8)
			begin				
				Done<=1'b1;
				ocount<=4'b1000;	
			end
			else
			begin
				ocount<=ocount+4'b0001;
				Done<=1'b0;
			end	
		end
	end
	assign correct=(Done)?(~mistake):1'b0;
endmodule
module floating_point_adder (f_in1, f_in2, f_out, clk);
input [63:0] f_in1, f_in2;
output reg [63:0] f_out;
input clk;
reg [10:0] ex_exp1, ex_exp2, ex_exp_diff, ex_larger_exp, ex_smaller_exp;
reg ex_sign1, ex_sign2, ex_larger_sign, ex_smaller_sign;
reg [51:0] ex_mant1, ex_mant2, ex_larger_mant, ex_smaller_mant;
always @ (posedge clk)
begin
ex_sign1 = f_in1[63];
ex_sign2 = f_in2[63];
ex_exp1 = f_in1[62:52];
ex_exp2 = f_in2[62:52];
ex_mant1 = f_in1[51:0];
ex_mant2 = f_in2[51:0];
if(ex_exp1 >= ex_exp2)
 begin
  ex_exp_diff = ex_exp1 - ex_exp2;
  ex_larger_exp = ex_exp1;
  ex_smaller_exp = ex_exp2;
  ex_larger_mant = ex_mant1;
  ex_smaller_mant = ex_mant2;
  ex_larger_sign = ex_sign1;
  ex_smaller_sign = ex_sign2;
 end
else 
 begin
  ex_exp_diff = ex_exp2 - ex_exp1;
  ex_larger_exp = ex_exp2;
  ex_smaller_exp = ex_exp1;
  ex_larger_mant = ex_mant2;
  ex_smaller_mant = ex_mant1;
  ex_larger_sign = ex_sign2;
  ex_smaller_sign = ex_sign1;
 end
end
reg ea_sign1, ea_sign2;
reg [10:0] ea_larger_exp, ea_smaller_exp, ea_exp_diff;
reg [51:0] ea_larger_mant, ea_smaller_mant;
reg [52:0] ea_mant_larger, ea_mant_smaller;
always @ (negedge clk)
begin
ea_sign1 = ex_larger_sign;
ea_sign2 = ex_smaller_sign;
ea_larger_exp = ex_larger_exp;
ea_smaller_exp = ex_smaller_exp;
ea_exp_diff = ex_exp_diff;
ea_larger_mant = ex_larger_mant;
ea_smaller_mant = ex_smaller_mant;
ea_mant_larger = {1'b1, ea_larger_mant};
ea_mant_smaller = {1'b1, ea_smaller_mant} >> ea_exp_diff;
end
reg ma_sign1, ma_sign2, ma_larger_sign, ma_smaller_sign;
reg [10:0] ma_exp1, ma_exp2;
reg [52:0] ma_mant1, ma_mant2;
reg [52:0] ma_larger_mant, ma_smaller_mant;
always @ (posedge clk)
begin
ma_sign1 = ea_sign1;
ma_sign2 = ea_sign2;
ma_exp1 = ea_larger_exp;
ma_exp2 = ea_larger_exp;
ma_mant1 = ea_mant_larger;
ma_mant2 = ea_mant_smaller;
if(ma_mant1 >= ma_mant2)
 begin
  ma_larger_mant = ma_mant1;
  ma_smaller_mant = ma_mant2;
  ma_larger_sign = ma_sign1;
  ma_smaller_sign = ma_sign2;
 end
else 
 begin
  ma_larger_mant = ma_mant2;
  ma_smaller_mant = ma_mant1;
  ma_larger_sign = ma_sign2;
  ma_smaller_sign = ma_sign1;
 end
end
reg ad_sign1, ad_sign2, ad_sign_result;
reg [10:0] ad_exp1, ad_exp2, ad_exp_result;
reg [52:0] ad_mant1, ad_mant2;
reg [53:0] ad_mant_result;
always @ (negedge clk)
begin
ad_sign1 = ma_larger_sign;
ad_sign2 = ma_smaller_sign;
ad_exp1 = ma_exp1;
ad_exp2 = ma_exp2;
ad_mant1 = ma_larger_mant;
ad_mant2 = ma_smaller_mant;
if( ad_sign1 == ad_sign2 )
 begin
  ad_mant_result = ad_mant1 + ad_mant2;
  ad_exp_result = ad_exp1;
  ad_sign_result = ad_sign1;
 end
else 
 begin
  ad_mant_result = ad_mant1 - ad_mant2;
  ad_exp_result = ad_exp1;
  ad_sign_result = ad_sign1;
 end
end
reg nom_sign, result_sign;
reg [10:0] nom_exp_result, result_exp;
reg [51:0] result_mant;
reg [53:0] nom_mant_result;
reg [52:0] nom_mant_52;
integer i;
always @ (posedge clk)
begin
nom_sign = ad_sign_result;
nom_exp_result = ad_exp_result;
nom_mant_result = ad_mant_result;
if (nom_mant_result[53:52] == 2'b11)
 begin
  result_mant = nom_mant_result[52:1];
  result_exp = nom_exp_result + 1'b1;
  result_sign = nom_sign;
 end
if (nom_mant_result[53:52] == 2'b01)
 begin
  result_mant = nom_mant_result[51:0];
  result_exp = nom_exp_result;
  result_sign = nom_sign;
 end
if (nom_mant_result[53:52] == 2'b10)
 begin
  result_mant = nom_mant_result[52:1];
  result_exp = nom_exp_result + 1'b1;
  result_sign = nom_sign;
 end
if (nom_mant_result[53:52] == 2'b00)
 begin
  result_mant = {nom_mant_result[50:0], 1'b0};
  result_exp = nom_exp_result - 1'b1;
  result_sign = nom_sign;
 end
if (nom_mant_result == 0)
 begin
  f_out = 63'b0;
 end
else 
 f_out = {result_sign, result_exp, result_mant};
end
endmodule
```
`/design/flow/run.sh`:
```
#!/bin/bash
# OpenROAD 26Q1-2900-gdf79404cd8, Yosys 0.63+post, stock flow scripts
make -C /OpenROAD-flow-scripts/flow DESIGN_CONFIG=/design/flow/config.mk WORK_HOME=/design/flow/orfs finish
```
==> flow_metrics.py <==
# Synthesis and PnR figures
metrics = {
    "run_status": {
        "outcome": "finished, final reports clean",
    },
    "logic_synthesis": {
        "ys.warnings.count": 3,
        "yosys_area_um2": 6680,
        "synthMostInstantiatedCell": "dfxtp_1",
        "top_area_frac": 0.539,
        "synthTopCellsByCount": "180 x dfxtp_1, 43 x nor2_1, 42 x ha_1, 42 x inv_1, 31 x nand2_1",
        "edf_count": 5,
        "async_flop_share": 0,
        "synth_seq_share": 0.562,
        "synth_cells": 622,
        "ys.flops": 185,
        "avgSynthCellArea_um2": 10.7,
        "ys_top_cells_by_area": "dfxtp_1 54%, ha_1 7.9%, mux2i_1 2.8%",
        "yosys_cells": 622,
        "top_area_cell": "dfxtp_1",
        "syn_area_um2": 6680,
        "ys_types": 57,
        "synth_top_flop_cell": "dfxtp_1",
    },
    "route": {
        "initialDrtViolationCount": 100,
        "wirelength_um": 10100,
        "avgViaCountPerCell": 4.60,
        "antenna-diode-count": 0,
        "wl_per_cell_um": 11.3,
        "firstDrtPassIters": 6,
        "antenna_left": 0,
        "drc": 0,
        "vias": 4093,
    },
    "grt": {
        "met1_usage": 0.234,
        "met3_usage": 0.0366,
        "grt_pass1_wl_um": 17700,
        "use_met2": 0.264,
        "grt_pass1_vias": 3963,
        "grt.busiest_layer": "met2",
        "antenna_found_initial": 0,
        "overflow": 0,
        "grtUsageTotal": 0.162,
        "grt_max_degree": 52,
    },
    "pwr": {
        "swShare": 0.212,
        "seqPwrFrac": 0.500,
        "leakage_nw": 3.62,
        "p_int_mw": 1.69,
        "p_sw_mw": 0.455,
        "pwr-share-clk": 0.487,
        "p_comb_frac": 0.013,
        "peakVddDrop_uv": 202,
        "power_mw": 2.15,
        "p_per_area_nw_per_um2": 277,
    },
    "setup_path": {
        "start_kind": "flip-flop",
        "required_ps": 7400,
        "criticalPathCategory": "flip-flop to flip-flop",
        "cp-end-kind": "flip-flop",
        "reg2reg_depth": 6,
        "critPathArrivalTime_ps": 6230,
        "critPathMaxFanout": 36,
    },
    "timing": {
        "hold_violations": 0,
        "fin_setup_tns_ps": 0,
        "fin_skew_ps": 45.5,
        "worstMarginPinSlew_ps": 863,
        "setup_viol_count_final": 0,
        "rsz0062_at_grt": "no",
        "relSlewSlack": 0.422,
        "finalMaxSlewViolations": 0,
    },
    "place": {
        "portBuffers": 2,
        "place.gp.congestion": 0.830,
        "dp_hpwl_um": 7390,
    },
    "floorplan": {
        "core_area_um2": 12800,
        "ios": 3,
        "rows": 41,
        "die.size.y_um": 118,
        "dieArea_um2": 13800,
        "core_util_floorplan": 0.521,
        "dieWidth_um": 118,
    },
    "clock_tree": {
        "clock-sinks": 185,
        "cts_hold_buffers": 0,
        "worstSkewPairLatency_ps": 450,
        "htree_num_levels": 4,
        "cts_buffer_depth": 2,
        "cts_tree": "done",
        "cts_setup_buffers": 0,
        "cts_root_buffer": "clkbuf_16",
        "cts.clk_slew.worst_paths_ps": 60,
        "cts_resized": 0,
        "numCtsBuffers": 17,
    },
    "finish": {
        "syn_to_final_growth_pct": 15.8,
        "comb_area_um2": 2770,
        "fill_cells": 1049,
        "final_layout_size_suffix_gt1_frac": 0.0724,
        "seq_area_um2": 3750,
    },
    "job": {
        "warnings": 88,
        "maxCapViolCount": 0,
    },
    "worst_hold_path": {
        "worstHoldPathType": "flip-flop to flip-flop",
        "min_path_cells": 1,
    },
}
-- worst max-delay path, cell delays in order, from the launching register on --
cell      delay (ps)
dfxtp_1          350
inv_1             50
ha_1             300
nand4_1          120
nand4b_1         260
o21ai_4          730
mux2_2           410
-- final timing paths --
path                                            from                             end  slack, ps
setup reg to reg  fpa.ea_mant_smaller[51]$_SDFF_NP0_  fpa.ma_larger_mant[49]$_DFF_P_       1170
setup / recovery  fpa.ea_mant_smaller[51]$_SDFF_NP0_  fpa.ma_larger_mant[49]$_DFF_P_       1170
hold reg to reg                    ocount[3]$_DFF_P_               ocount[3]$_DFF_P_        510
hold / removal                     ocount[3]$_DFF_P_               ocount[3]$_DFF_P_        510
-- cells in the final DEF (no fill, tap or decap), types with 5 or more instances in the layout --
cell type	instances
o21ai_0	22
ha_1	42
nor3_1	5
mux2i_1	19
xnor2_1	13
conb_1	33
inv_1	94
nand3_1	9
and2_1	22
and2b_1	6
nand4_1	9
nor2_1	43
nand2b_1	7
clkbuf_16	18
o211ai_1	5
a211oi_1	7
a21oi_1	25
or2_2	5
a21o_1	6
edfxtp_1	5
nand2_1	31
nor4_1	23
xor2_1	8
mux2_2	10
dfxtp_1	180
nor2b_1	15
-- cell families (layout without fill, tap and decap cells) --
logic type	Yosys count	after routing	synth area share
compound gates	87	87	0.0831
xor+xnor	21	21	0.0275
fa+ha+maj	44	44	0.0846
buf+inv	66	131	0.0410
flops	185	185	0.562
mux	32	32	0.0520
other cells	2	33	0.00112
simple gates	185	185	0.149
-- final cells by class --
| type | count | area share |
|---|---|---|
| clock inverter | 64 | 0.0443 |
| timing repair buffer | 5 | 0.00549 |
| multi-input combinational | 402 | 0.358 |
| sequential | 185 | 0.485 |
| inverter | 41 | 0.0199 |
| tap | 172 | 0.0278 |
| clock buffer | 21 | 0.0596 |
-- power groups by stage --
stage | registers [mW] | clock network, mW | logic (mW)
after CTS | 1.08 | 1.07 | 0.0282
after global routing | 1.08 | 1.14 | 0.0323
final | 1.08 | 1.05 | 0.0276
-- registers in the layout, indices dropped and copies added (netlist names), 4 cells and up --
name and flops:
fpa.ma_smaller_mant 21, fpa.f_out 64, fpa.ex_exp_diff 4, fpa.ma_larger_mant 21
ocount 4, fpa.ad_mant_result 24, fpa.ea_mant_smaller 21
-- per-stage QoR --
stage,hold slack (ps),instances,utilization,setup slack (ps),instance area (um^2)
final,506,890,0.604,1170,7740
after global routing,544,890,0.604,1000,7740
after CTS,500,890,0.604,1170,7740
after detailed placement,491,806,0.541,1230,6940
after global placement,477,806,0.541,1280,6940
after floorplan,437,653,-,1700,6800
-- per-layer routing --
layer | wire, um | up-vias
li1 | - | 2250
met2 | 4770 | 23
met1 | 4940 | 1815
met5 | 0 | -
met3 | 284 | 5
met4 | 92 | 0
No activity file was given, so power comes from the tool's default toggle rates.
